[run.sh]
#!/bin/bash
# OpenROAD 26Q1-2900-gdf79404cd8, Yosys 0.63+post, stock flow scripts
make -C /OpenROAD-flow-scripts/flow DESIGN_CONFIG=/design/flow/config.mk WORK_HOME=/design/flow/orfs finish
[config.mk]
export PLATFORM = sky130hd
export DESIGN_NAME = Top
export DESIGN_NICKNAME = Top
export VERILOG_FILES = /design/flow/design.v
export SDC_FILE = /design/flow/constraint.sdc
export NUM_CORES = 4
export LEC_CHECK = 1
export CORE_UTILIZATION = 30
[constraint.sdc]
current_design Top

set clk_period 16.0
set clk_io_pct 0.2

create_clock -name clk0 -period $clk_period [get_ports {CLK}]

set non_clock_inputs [all_inputs -no_clocks]
set_input_delay [expr $clk_period * $clk_io_pct] -clock clk0 $non_clock_inputs
set_output_delay [expr $clk_period * $clk_io_pct] -clock clk0 [all_outputs]
[design.v]
module BCDtoSevenSeg(
input [3:0] LED_BCD,
output reg [6:0]SEG
);
always@(*)
begin
  case(LED_BCD)
               4'b0000: SEG = 7'b1000000;  
               4'b0001: SEG = 7'b1111001;  
               4'b0010: SEG = 7'b0100100;  
               4'b0011: SEG = 7'b0110000;  
               4'b0100: SEG = 7'b0011001;  
               4'b0101: SEG = 7'b0010010;  
               4'b0110: SEG = 7'b0000010;  
               4'b0111: SEG = 7'b1111000;  
               4'b1000: SEG = 7'b0000000;  
               4'b1001: SEG = 7'b0011000;  
               default: SEG = 7'b1000000;  
  endcase
end
endmodule
`timescale 1ns / 1ps
module BinaryToBCD(
     input  [11:0] bnum,
     output reg [15:0] BCD
);
reg [3:0] thousands;
reg [3:0] hundreds;
reg [3:0] tens;
reg [3:0] ones;
reg [27:0] shift;
integer i;
     always @(bnum)
     begin
          thousands = 4'b0;
          hundreds = 4'b0;
          tens = 4'b0;
          ones = 4'b0;
          shift = 0;
          shift[11:0] = bnum;
          for (i = 0; i < 12; i = i + 1)
          begin
               if (shift[15:12] >= 5)
                    shift[15:12] = shift[15:12] + 3;
               if (shift[19:16] >= 5)
                    shift[19:16] = shift[19:16] + 3;
               if (shift[23:20] >= 5)
                    shift[23:20] = shift[23:20] + 3;
               if (shift[27:24] >= 5)
                    shift[27:24] = shift[27:24] + 3;
               shift = shift << 1;
          end
          thousands = shift[27:24];
          hundreds  = shift[23:20];
          tens      = shift[19:16];
          ones      = shift[15:12];
          BCD = {thousands,hundreds,tens,ones};
     end
endmodule
module Decoder(
    input [1:0]countout,
    input [15:0]BCD,
    output reg [3:0]digits,
    output reg [3:0]LED_BCD
);
 always @(*)
     begin
          case(countout)
               2'b00: begin
                    digits = 4'b0111;
                    LED_BCD = BCD[15:12];
               end
               2'b01: begin
                    digits = 4'b1011;
                    LED_BCD = BCD[11:8];
               end
               2'b10: begin
                    digits = 4'b1101;                 
                    LED_BCD = BCD[7:4];
               end
               2'b11: begin
                    digits = 4'b1110;
                    LED_BCD = BCD[3:0];
               end
          endcase
     end
endmodule
module SlowClock(
    input CLK,
    input reset,
    output [1:0]countout
);
reg [20:0] refresh_counter; 
always @(posedge CLK)
begin 
 if(reset==1)
  refresh_counter <= 0;
 else
  refresh_counter <= refresh_counter + 1;
end 
assign countout = refresh_counter[20:19];
endmodule
module Top(
    input IN,
    input CLK, 
    input reset,
    output [3:0]digits,
    output [6:0] SEG 
);
wire [11:0]bnum;
wire [1:0]countout;
wire [15:0] BCD;
wire [3:0] LED_BCD;
SlowClock u3(
    .CLK(CLK),
    .reset(reset),
    .countout(countout)
    );
freq_counter u1(
          .CLK(CLK),
          .IN(IN),
          .freq(bnum)
);
BinaryToBCD u5(
    .bnum(bnum),
    .BCD(BCD)
);
Decoder u8(
    .countout(countout),
    .BCD(BCD),
    .digits(digits),
    .LED_BCD(LED_BCD)
    );
BCDtoSevenSeg u9(
    .LED_BCD(LED_BCD),
    .SEG(SEG)
    );
endmodule
`timescale 1 ns / 1 ps
module freq_counter(
	input CLK,
	input IN,
	output reg [11:0] freq = 12'b0);
	reg[31:0] count = 32'b0;
	reg [11:0] edge_count = 12'b0;
	reg last = 0;
	 localparam max = 'd100000000;          
	always @(posedge CLK) begin
		last <= IN;
	end
	always @ (posedge CLK)
	begin
		case (1)
			count < max: begin
				count <= count + 1;
				if(~last & IN)
					edge_count <= edge_count + 1;
				end
			default: begin
				freq <= edge_count;
				edge_count <= 0;
				count <= 0;
			end
		endcase
	end
endmodule
==> results.py <==
# Synthesis and PnR figures
metrics = {
    "setup_path": {
        "critical_path_peak_fanout": 10,
        "cell_type_group_with_the_largest_total_delay_on_the_critical_path": "AND-OR/OR-AND gates",
        "critPathBufInv": 5,
        "start_kind": "flop",
        "critical_path.max_stage_delay_ns": 0.51,
        "worst_path_max_delay_cell": "sky130_fd_sc_hd__edfxtp_1",
        "timing.critical_path.mode_cell": "sky130_fd_sc_hd__ha_1",
        "worst-setup-path-type": "reg2out",
        "critical_path_required_ns": 12.80,
        "cp-end-kind": "primary output",
        "worst_ep_arrival_time_ns": 10.25,
    },
    "logic_synthesis": {
        "yosys_warnings": 5,
        "yosys-stat-cells": 736,
        "synthDistinctLibCells": 90,
        "synth_area_um2": 5906,
        "synthArstFlopShare": 0,
        "flop_cell": "sky130_fd_sc_hd__dfxtp_1",
        "chip_area_line_of_the_yosys_report_um2": 5906,
        "ys_seq_share": 0.2847,
        "logic_family": "simple AND/OR/NAND/NOR gates",
        "syn_avg_cell_area_um2": 8.024,
        "mux_share": 0.04322,
        "edf_count": 12,
        "fa_ha_area_frac": 0.05508,
        "yosys.area_share.simple": 0.2477,
        "ys.flops": 78,
        "post_synthesis_share_of_cell_area_spent_on_and_or_and_or_and_gates": 0.2239,
        "netlist_instances": 736,
        "xor_area_frac": 0.1042,
    },
    "final_timing": {
        "grt_setup_unrepaired": "no",
        "setup_slack_ns": 2.550,
        "hold_viol_final": 0,
        "worst-slew-pin-transition_ns": 0.8319,
        "maxClockFrequency_ghz": 0.07435,
        "period_used_share": 0.8407,
        "report.final.slew_viol_count": 0,
        "slew_headroom": 0.4454,
        "timing.hold.ws_ns": 0.4431,
        "fin_worst_skew_ns": 0.007856,
        "fin_crit_ns": 13.45,
        "finalSetupViolations": 0,
        "setup-tns-final_ns": 0,
    },
    "cells_and_area": {
        "drive_above_1_share": 0.07888,
        "area_growth_syn_to_layout_pct": 11.61,
        "finish.cell_count_without_fillers": 1008,
        "storage_cell_area_um2": 1682,
        "n_fill_cell": 2008,
        "layout.area.comb_um2": 4005,
    },
    "detailed_routing": {
        "diodes": 0,
        "drc": 0,
        "detail_route.wirelength_mm": 11.72,
        "detail-route-antenna-nets": 0,
        "total_via_count_after_detailed_routing": 5012,
        "post_drt_wl_per_cell_um": 11.63,
        "detail_route.first_pass.iterations": 4,
        "detailedRoute.firstIterationViolations": 287,
        "route.detailed.vias_per_inst": 4.972,
    },
    "worst_hold_path": {
        "min_delay_path_class": "reg2reg",
    },
    "placed_design": {
        "place.port_buffers": 13,
        "gp_congestion": 0.8547,
        "dp_worst_setup_slack_ns": 2.958,
        "post-dp-hpwl_mm": 8.655,
        "numPlacedInstances": 992,
    },
    "clocking": {
        "clock_sinks": 78,
        "cts.repair.resized": 0,
        "insertion_delay_ns": 0.32,
        "tritoncts_clock_tree": "yes",
        "htree_levels": 3,
        "root_buffer": "sky130_fd_sc_hd__clkbuf_16",
        "cts_hold_repair.buffers": 0,
        "worst_setup_hold_path_clk_slew_ns": 0.06,
        "tritoncts.num_buffers": 9,
        "cts_post_setup_buffers_inserted": 0,
        "clockBufferDepth": 2,
    },
    "grt": {
        "grt_max_degree": 52,
        "initial_antenna_violation_count": 0,
        "grt-ovfl-total": 0,
        "number_of_global_route_vias_before_repair": 4557,
        "grt_usage": 0.1230,
        "wire_length_of_the_first_global_routing_pass_mm": 20.82,
    },
    "power": {
        "switching_fraction_of_total_power": 0.2531,
        "power_report.internal_total_mw": 0.3478,
        "vdd_ir_drop_max_mv": 0.05510,
        "power_density_nw_per_um2": 70.65,
        "p_seq_frac": 0.435,
        "pwr-share-clk": 0.420,
        "combPwrFrac": 0.145,
        "total_leakage_power_nw": 2.497,
        "power_dissipated_by_switching_net_loads_mw": 0.1179,
    },
    "floorplan": {
        "design.portCount": 14,
        "horiz_die_dim_um": 142.3,
        "rows": 50,
        "design.die.area_um2": 20250,
        "floorplanUtilization": 0.3105,
        "core_area_um2": 19020,
        "die_h_um": 142.3,
    },
    "run": {
        "max-cap-violations": 0,
        "openroad_warning_count": 33,
    },
    "run_status": {
        "outcome": "finished clean",
    },
}
==> layer usage <==
layer / track usage / up-vias / routed length [um]
li1: - / 2692 / -
met1: 0.1970 / 2259 / 6308
met2: 0.1883 / 57 / 5030
met3: 0.01131 / 4 / 329
met4: 0.009055 / 0 / 51
met5: 0 / - / 0
==> placed cells by master (no fill, tap or decap), types with 8 or more instances in the layout <==
master / count
sky130_fd_sc_hd__a21o_1: 10
sky130_fd_sc_hd__a21oi_1: 33
sky130_fd_sc_hd__and3_1: 14
sky130_fd_sc_hd__clkbuf_16: 9
sky130_fd_sc_hd__clkdlybuf4s50_1: 13
sky130_fd_sc_hd__dfxtp_1: 66
sky130_fd_sc_hd__edfxtp_1: 12
sky130_fd_sc_hd__ha_1: 26
sky130_fd_sc_hd__inv_1: 30
sky130_fd_sc_hd__mux2i_1: 14
sky130_fd_sc_hd__nand2_1: 56
sky130_fd_sc_hd__nand2b_1: 8
sky130_fd_sc_hd__nand3_1: 33
sky130_fd_sc_hd__nand4_1: 13
sky130_fd_sc_hd__nor2_1: 102
sky130_fd_sc_hd__nor2b_1: 8
sky130_fd_sc_hd__nor3_1: 17
sky130_fd_sc_hd__nor4_1: 9
sky130_fd_sc_hd__o21ai_0: 30
sky130_fd_sc_hd__xnor2_1: 23
sky130_fd_sc_hd__xor2_1: 41
==> area by class of cell <==
cell class              count  share of cell area
clock buffers              11             0.03531
repair buffers             16             0.02316
well taps                 260             0.04935
multi-input cells         602              0.6076
inverters                  36             0.02050
flip-flops and latches     78              0.2551
clock inverters             5            0.008922
==> through the flow <==
step                      utilization  instance area, um2  total power [mW]
after CTS                      0.3466                6591            0.4709
after global placement         0.3313                6300            0.2743
final                          0.3466                6591            0.4657
after detailed placement       0.3313                6300            0.2737
after global routing           0.3466                6591            0.4888
after floorplan                     -                5921            0.2621
==> flip-flops by register name (all words and copies together), names as in the netlist <==
register / cells
u1.count: 32
u3.refresh_counter: 21
u1.edge_count: 12
u1.freq: 12
u1.last: 1
==> cells by family after synthesis <==
group,Yosys count
mux,22
flops,78
buf+inv,60
compound gates,181
fa+ha+maj,26
xor+xnor,67
simple gates,301
other cells,1
==> cell usage after synthesis (4+ instances only) <==
library cell | instances | share of area
sky130_fd_sc_hd__a21o_1 | 10 | 0.013
sky130_fd_sc_hd__xor2_1 | 41 | 0.061
sky130_fd_sc_hd__mux2i_1 | 14 | 0.024
sky130_fd_sc_hd__clkbuf_1 | 20 | 0.013
sky130_fd_sc_hd__o21ai_0 | 30 | 0.025
sky130_fd_sc_hd__o21a_1 | 5 | 0.0064
sky130_fd_sc_hd__and2_1 | 7 | 0.0074
sky130_fd_sc_hd__xnor2_1 | 23 | 0.034
sky130_fd_sc_hd__nor3_1 | 17 | 0.014
sky130_fd_sc_hd__nand2_1 | 56 | 0.036
sky130_fd_sc_hd__nand2b_1 | 8 | 0.0085
sky130_fd_sc_hd__nand4_1 | 13 | 0.014
sky130_fd_sc_hd__inv_2 | 4 | 0.0025
sky130_fd_sc_hd__nand3_1 | 34 | 0.029
sky130_fd_sc_hd__nor4_1 | 9 | 0.0095
sky130_fd_sc_hd__and3_1 | 14 | 0.015
sky130_fd_sc_hd__a22oi_1 | 4 | 0.0051
sky130_fd_sc_hd__nor2_2 | 4 | 0.0042
sky130_fd_sc_hd__or3_1 | 5 | 0.0053
sky130_fd_sc_hd__or2_2 | 4 | 0.0042
sky130_fd_sc_hd__edfxtp_1 | 12 | 0.061
sky130_fd_sc_hd__o221ai_1 | 4 | 0.0059
sky130_fd_sc_hd__and4_1 | 4 | 0.0059
sky130_fd_sc_hd__a31oi_1 | 6 | 0.0064
sky130_fd_sc_hd__a221oi_1 | 5 | 0.0074
sky130_fd_sc_hd__a211oi_1 | 7 | 0.0089
sky130_fd_sc_hd__o21ai_1 | 7 | 0.0059
sky130_fd_sc_hd__nor2b_1 | 8 | 0.0085
sky130_fd_sc_hd__o211ai_1 | 6 | 0.0076
sky130_fd_sc_hd__a211o_1 | 6 | 0.0089
sky130_fd_sc_hd__inv_1 | 30 | 0.019
sky130_fd_sc_hd__o41ai_1 | 4 | 0.0059
sky130_fd_sc_hd__a21oi_1 | 33 | 0.028
sky130_fd_sc_hd__o22ai_1 | 6 | 0.0064
sky130_fd_sc_hd__ha_1 | 26 | 0.055
sky130_fd_sc_hd__nor2_1 | 102 | 0.065
sky130_fd_sc_hd__dfxtp_1 | 66 | 0.22
==> worst reg2reg max path, delay by kind of cell, from the launching register on <==
family        cells  cell delay [ns]
simple gates      5             1.36
flops             1             0.35
fa+ha+maj         1             0.22
xor+xnor          1             0.14
==> final timing paths <==
path,end,from,cells past startpoint,slack [ns]
setup reg to reg,u1.count[24],u1.count[0],7,13.81
setup / recovery,SEG[5],u1.freq[10],43,2.55
hold / removal,u3.refresh_counter[0],u3.refresh_counter[0],1,0.44
hold reg to reg,u3.refresh_counter[0],u3.refresh_counter[0],1,0.44
==> power by group through the flow <==
stage | combinational (mW) | clock (mW) | sequential (mW)
CTS | 0.0672 | 0.201 | 0.202
global route | 0.0762 | 0.210 | 0.203
finish | 0.0677 | 0.195 | 0.203
Power is estimated from default activity; no workload was simulated.
